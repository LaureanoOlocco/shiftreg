$ cat design/flow/config.mk
export PLATFORM = sky130hd
export DESIGN_NAME = top
export DESIGN_NICKNAME = top
export VERILOG_FILES = /design/flow/design.v
export SDC_FILE = /design/flow/constraint.sdc
export NUM_CORES = 4
export LEC_CHECK = 1
export CORE_AREA = 10 10 113 113
export DIE_AREA = 0 0 123 123
$ cat design/flow/constraint.sdc
current_design top

set clk_period 4.0
set clk_io_pct 0.2

create_clock -name clk0 -period $clk_period [get_ports {clock}]

set non_clock_inputs [all_inputs -no_clocks]
set_input_delay [expr $clk_period * $clk_io_pct] -clock clk0 $non_clock_inputs
set_output_delay [expr $clk_period * $clk_io_pct] -clock clk0 [all_outputs]
$ cat design/flow/design.v
module count 
    #(
        parameter NB_SW      = 3,
        parameter NB_COUNTER = 32
    )    
    (
        output                o_valid,
        input [NB_SW - 1 : 0] i_sw   ,
        input                 i_reset,
        input                 clock
    );
    localparam R0 = (2**(NB_COUNTER-10))-1;
    localparam R1 = (2**(NB_COUNTER-11))-1;
    localparam R2 = (2**(NB_COUNTER-12))-1;
    localparam R3 = (2**(NB_COUNTER-13))-1;
    wire [NB_COUNTER - 1 : 0] limit_ref;
    assign limit_ref =  (i_sw[2:1]==2'b00) ? R0 :
                        (i_sw[2:1]==2'b01) ? R1 :
                        (i_sw[2:1]==2'b10) ? R2 : R3;
    reg [NB_COUNTER - 1 : 0] counter;
    reg                      valid  ;
    always @(posedge clock) begin
        if(i_reset) begin
            counter <= {NB_COUNTER{1'b0}};  
            valid   <= 1'b0              ;
        end
        else if (i_sw[0]) begin
            if(counter >= limit_ref)begin
                counter <= {NB_COUNTER{1'b0}};
                valid   <= 1'b1              ;
            end
            else begin
                counter <= counter + {{NB_COUNTER-1{1'b0}},1'b1};  
                valid   <= 1'b0                                 ;
            end
        end
        else begin
            counter <= counter;
            valid   <= valid  ;
        end
    end
    assign o_valid = valid;
endmodule
module shiftreg
    #(
        parameter NB_LEDS = 4
    )
    (
        output [NB_LEDS - 1 : 0] o_led  ,
        input                    i_valid,
        input                    i_reset,
        input                    clock
    );
    reg [NB_LEDS - 1 : 0] shiftRegister;
    always @(posedge clock) begin
        if(i_reset) begin
            shiftRegister <= {{NB_LEDS-1{1'b0}}, 1'b1};  
        end
        else if (i_valid) begin
           shiftRegister <= {shiftRegister[NB_LEDS-2:0], shiftRegister[NB_LEDS-1]};
        end
        else begin
            shiftRegister <= shiftRegister;
        end
    end
    assign o_led = shiftRegister;
endmodule
module top 
    #(
        parameter NB_LEDS    = 4,
        parameter NB_SW      = 4,
        parameter NB_COUNTER = 32
    )
    (
        output [NB_LEDS - 1 : 0] o_led  ,
        output [NB_LEDS - 1 : 0] o_led_b,
        output [NB_LEDS - 1 : 0] o_leg_g,
        input  [NB_SW   - 1 : 0] i_sw   ,
        input                    i_reset,
        input                    clock     
    );
    wire                   connect_c2sr;
    wire [NB_LEDS - 1 : 0] connect_leds;
    count 
        #(
            .NB_SW      (NB_SW-1   ),
            .NB_COUNTER (NB_COUNTER)
        )
        u_count
        (
            .o_valid (connect_c2sr      ),
            .i_sw    (i_sw[NB_SW-2:0]   ),
            .i_reset (i_reset           ),
            .clock   (clock             )
        );
    shiftreg
        #(
            .NB_LEDS (NB_LEDS)
        )
        u_shiftreg
        (
            .o_led   (connect_leds),
            .i_valid (connect_c2sr),
            .i_reset (~i_reset    ),
            .clock   (clock       )
        );
        assign o_led   = connect_leds;
        assign o_led_b = (i_sw[NB_SW-1]==1'b1) ? connect_leds : 'b0         ;
        assign o_leg_g = (i_sw[NB_SW-1]==1'b1) ? 'b0          : connect_leds;
endmodule
$ cat design/flow/run.sh
#!/bin/bash
# OpenROAD 26Q1-2900-gdf79404cd8, Yosys 0.63+post, stock flow scripts
make -C /OpenROAD-flow-scripts/flow DESIGN_CONFIG=/design/flow/config.mk WORK_HOME=/design/flow/orfs finish
==> flow_metrics.tcl <==
# metrics dict for downstream scripts
set metrics [dict create \
    port_buffers 17 \
    diodes 0 \
    n_fill_cell 1105 \
    worstHoldStart "u_count.counter[20]" \
    worstHoldEndpoint "u_count.counter[20]" \
    layout_top_cells "dfxtp_1, nor2_1, clkdlybuf4s50_1" \
    skew_ns 0.00805 \
    overflow 0 \
    path_clk_slew_ns 0.08 \
    yosys_cells 218 \
    yosysUniqueCellTypes 38 \
    seqCellArea_um2 741 \
    antenna_found_initial 0 \
    rsz0062_at_grt "no" \
    holdWs_ns 0.512 \
    leakagePower_nw 0.756 \
    drive_gt1_share_pct 7.63 \
    dpl.hpwl_mm 2.77 \
    dr.pass1.iters 4 \
    period_used_pct 74.1 \
    post-place-ws_ns 0.730 \
    r2r_slack_ns 1.66 \
    grt.busiest_layer "met2" \
    rows 37 \
    met3_usage_pct 1.57 \
    holdCritPathClass "reg -> reg" \
    relSlewSlack_pct 51.3 \
    setup.worst_path.class "in -> reg" \
    chipArea_um2 15100 \
    final_max_slew_viol_count 0 \
    rr_worst_depth 5 \
    aoi_share_pct 4.20 \
    floorplanUtilization_pct 18.5 \
    cts_tree "done" \
    drt_iter0_drc 103 \
    yosys.stat.seqShare_pct 38.8 \
    finalCriticalPeriod_ns 2.96 \
    top_cells_by_area "dfxtp_1, xor2_1, nor2_1, xnor2_1, nand3_1" \
    grt_max_degree 17 \
    powerDensity_nw_per_um2 285 \
    endpoint_kind "register" \
    viasPerCell 4.06 \
    top_area_cell "dfxtp_1" \
    vdd_drop_max_mv 0.116 \
    syn_area_per_cell_um2 8.75 \
    final_common_cell "dfxtp_1" \
    gp_congestion 0.811 \
    arrival_ns 3.13 \
    timing.final.hold_violations 0 \
    setup_violations 0 \
    timing.fmax_mhz 338 \
    cts.sinks 37 \
    insertion_delay_ns 0.29 \
    grt_use_met2_pct 7.43 \
    rr_endpoint "u_count.counter[13]" \
    root_buffer "clkbuf_8" \
    startpoint_type "input port" \
    yosysChipArea_um2 1910 \
    synthMuxAreaShare_pct 2.62 \
    met1_usage_pct 7.27 \
    grt_pass1_wl_mm 6.46 \
    detail-route-antenna-nets 0 \
    cts_hold_buffers 0 \
    ys_ff 37 \
    clockBufferDepth 2 \
    worstPathRequired_ns 4.17 \
    xor_share_pct 12.4 \
    grt_usage_pct 5.03 \
    grt_pass1_vias 1392 \
    setup.worst_path.start "i_sw[2]" \
    ys_sh_simple_pct 35.7 \
    dr_total_vias 1511 \
    syn_area_um2 1910 \
    fa_ha_area_share_pct 2.62 \
    synthCells 218 \
    synth.comb.largest_family "simple AND/OR/NAND/NOR gates" \
    ios 18 \
    cpMaxStageDelayCell "a211o_1" \
    htreeDepth 2 \
    async_flop_share_pct 0 \
    logic_area_um2 1100 \
    ctsResizeCount 0 \
    r2r_start "u_count.counter[22]" \
    flop_cell "dfxtp_1" \
    drc 0 \
    die_y_um 123 \
    synth_warnings 2 \
    cts_buffers 5 \
    worstPathCellList "clkdlybuf4s50_1, or2_2, ha_1, nand3_1, nor4_4, a211o_1, buf_4, nor2_1" \
    die_w_um 123 \
    cp_max_fo 16 \
    status "completed" \
    worstHoldPathCells 2 \
    worst_slew_pin_slew_ns 0.725 \
    cap_violations 0 \
    wl_mm 3.70 \
    top_cell_area_share_pct 38.8 \
    edf_count 0 \
    warning_count 25 \
    areaGrowthSynthToFinish_pct 19.4 \
    finalSetupTns_ns 0 \
    core_region_area_um2 10300 \
    setup_slack_ns 1.04 \
    cts_setup_buffers 0 \
    wire_per_inst_um 9.94 \
    critical-path-max-stage-delay_ns 0.44 \
]
## through the flow
stage                     util [%]  std cells  total power [W]  instance area (um^2)
after detailed placement      21.2        364         0.000409                  2190
after global routing          22.0        372         0.000674                  2280
after floorplan                  -        218         0.000400                  1910
after CTS                     22.0        372         0.000658                  2280
after global placement        21.2        364         0.000409                  2190
final                         22.0        372         0.000648                  2280
## how the worst max path moves through the flow
stage,endpoint,cells after the start
CTS,u_count.counter[13],8
global route,u_count.counter[13],8
finish,u_count.counter[13],8
## kinds of logic after synthesis
kind of cell | Yosys count
and+or+nand+nor | 121
adders and majority gates | 4
muxes | 5
AOI/OAI and AO/OA | 14
buffers and inverters | 10
xor gates and xnor gates | 27
DFF | 37
## power by group
| group | total, W | leakage [nW] | switching (W) | internal, W |
|---|---|---|---|---|
| registers | 0.000373 | 0.298 | 0.00000235 | 0.000370 |
| clock network | 0.000247 | 0.0450 | 0.000126 | 0.000121 |
| logic | 0.0000277 | 0.413 | 0.0000143 | 0.0000134 |
| total | 0.000648 | 0.756 | 0.000143 | 0.000504 |
## registers in the layout (all words and copies together) (netlist names)
register and flops:
u_count.counter 32, u_count.valid 1, u_shiftreg.shiftRegister 4
## cell type report
type | instances | share of cell area [%]
tap | 136 | 7.48
clock buffer | 6 | 3.19
sequential | 37 | 32.5
clock inverter | 2 | 0.440
inverter | 2 | 0.330
multi-input combinational | 171 | 48.2
timing repair buffer | 18 | 7.81
## worst max-delay path, delay by kind of cell
family | cells | cell delay [ns]
adder cells (fa/ha/maj) | 1 | 0.30
AND-OR/OR-AND | 1 | 0.44
AND/OR/NAND/NOR | 4 | 0.87
buffers and inverters | 2 | 0.71
## Yosys cell counts (2+ instances only)
cell,n
dfxtp_1,37
nor2_1,34
nand3_1,16
xor2_1,15
xnor2_1,12
nand2_1,11
nand4_1,9
nor2b_1,9
a21oi_1,7
and2_1,6
and3_1,6
mux2i_1,5
nor3_1,5
or4_1,5
ha_1,4
o21ai_0,4
buf_6,3
nor4_1,3
or2_2,3
and4_1,2
buf_4,2
clkbuf_1,2
inv_1,2
or3_1,2
## layer usage
| metal | routed length, um | up-vias | part of all wire, % |
|---|---|---|---|
| li1 | - | 797 | - |
| met1 | 1860 | 675 | 50 |
| met2 | 1460 | 34 | 39 |
| met3 | 343 | 5 | 9.3 |
| met4 | 38 | 0 | 1.0 |
| met5 | 0 | - | 0 |
No activity file was given, so power comes from the tool's default toggle rates.
